### run.sh
#!/bin/bash
# OpenROAD 26Q1-2900-gdf79404cd8, Yosys 0.63+post, stock flow scripts
make -C /OpenROAD-flow-scripts/flow DESIGN_CONFIG=/design/flow/config.mk WORK_HOME=/design/flow/orfs finish
### config.mk
export PLATFORM = sky130hd
export DESIGN_NAME = led_blink
export DESIGN_NICKNAME = led_blink
export VERILOG_FILES = /design/flow/design.v
export SDC_FILE = /design/flow/constraint.sdc
export NUM_CORES = 4
export LEC_CHECK = 1
export CORE_AREA = 10 10 85 85
export DIE_AREA = 0 0 95 95
export SYNTH_HDL_FRONTEND = slang
### constraint.sdc
current_design led_blink

set clk_period 4.5
set clk_io_pct 0.2

create_clock -name clk0 -period $clk_period [get_ports {clk}]

set non_clock_inputs [all_inputs -no_clocks]
set_input_delay [expr $clk_period * $clk_io_pct] -clock clk0 $non_clock_inputs
set_output_delay [expr $clk_period * $clk_io_pct] -clock clk0 [all_outputs]
### design.v
`timescale 1ns / 1ps
`timescale 1ns / 1ps        
module led_blink(
    input logic clk,             
    output logic [15:0] led      
 );
    logic [26:0] counter;
    always_ff @(posedge clk) begin
        counter <= counter + 1;
    end
    assign led[0]       = counter[26];       
    assign led [15:1]   = counter[26:12];    
endmodule
==> metrics.cfg <==
[logic_synthesis]
area_leaders = dfxtp_1 46%, buf_4 10%, xnor2_1 9.8%
ys_sh_mux = 0
yosys_area_um2 = 1160
syn_avg_cell_area_um2 = 10.0
ys_sh_aoi = 0
postSynthSeqShare = 0.464
yosys.cell_count.top_type = dfxtp_1
ys_seq_elements = 27
flop_cell = dfxtp_1
synth.logic.top_family = simple AND/OR/NAND/NOR gates
syn_inst = 116
synthArstFlopShare = 0
common_cells = 27 x dfxtp_1, 16 x buf_4, 13 x xnor2_1
synth.distinct_cells = 18
yosys_warnings = 0
largest_area_cell = dfxtp_1
fa_ha_area_frac = 0.0107
synthesis.area_um2 = 1160
ys_sh_simple = 0.231
top_area_frac = 0.464
yosys-stat-cells = 116
edf_count = 0
yosys.area_share.xor_xnor = 0.188

[sta]
slew_viol_final = 0
max_slew.worst_pin.slew_ns = 0.615
period_used_share = 0.474
finClkSkew_ns = 0.00302
relSlewSlack = 0.587
rsz0062_at_grt = false
tns_ns = 0
setup_viol = 0
hold_viol_final = 0
fmax_mhz = 469
layout_min_cycle_time_ns = 2.13
hold-worst-slack_ns = 0.406

[detailed_routing]
wl_per_cell_um = 10.3
drc = 0
drt-initial-drc-count = 18
num_vias = 745
vias_per_cell = 3.88
firstDrtPassIters = 4
antenna_cells = 0
routed_wl_mm = 1.97
drt.antenna.violating_nets = 0

[final_layout]
drive_gt1_frac = 0.0750
top_register = counter
fill_cells = 609
largest_reg_flops = 27
area_growth_pct = 15.0
reg_top3 = counter x27
utilization = 0.245

[job]
max_cap_violations = 0
warning_count = 25

[clock_tree]
cts_setup_buffers = 0
path_clk_slew_ns = 0.09
clk_path_buf_depth = 2
insertion_delay_ns = 0.27
clockRootBuffer = clkbuf_8
post_cts_resized = 0
cts_hold_buf = 0
clock_sinks = 27
cts.htree.levels = 1
cts_tree = done
cts_made_buffers = 3

[setup_path]
critPathKind = flip-flop to primary output
slowest_delay_ns = 0.51
cpMaxStageDelayCell = clkdlybuf4s50_1
critPathLaunchType = flip-flop
worst-path-max-fanout = 6
crit_required_ns = 3.60
cp_cell_sequence = clkdlybuf4s50_1
end_kind = primary output
cp.buffers_inverters = 1
cpLargestDelayFamily = buffers and inverters
worstPathArrival_ns = 1.23

[status]
status = complete, no violations

[placement]
dp.final_hpwl_mm = 1.55
port_buffers = 16
gp_congestion = 0.767

[grt]
grt_use_total = 0.0447
overflow = 0
grt_pass1_wl_mm = 3.29
grt_max_degree = 15
antenna_found_initial = 0
first_global_vias = 683

[floorplan]
row_count = 27
core_area_um2 = 5470
die_width_um = 95
die_h_um = 95
initCoreUtil = 0.213
pin_count = 17
die_area_um2 = 9030

[pwr]
powerDensity_nw_per_um2 = 280
p_leak_uw = 0.000464
vdd_drop_max_mv = 0.119

[hold_path]
min_path_type = flip-flop to flip-flop

[routing by layer]
| layer | vias to the layer above | track usage | part of all wire |
|---|---|---|---|
| met2 | 13 | 0.0715 | 0.43 |
| li1 | 398 | - | - |
| met1 | 334 | 0.0614 | 0.50 |
| met4 | 0 | 0.00125 | 0 |
| met3 | 0 | 0.0144 | 0.068 |
| met5 | - | 0 | 0 |
[metrics by stage]
stage          instances  setup slack [ns]  total power (uW)  instance area, um2
2_1_floorplan        116              2.88               244                1160
3_3_place_gp         188              2.67               244                1290
3_5_place_dp         188              2.66               244                1290
4_1_cts              192              2.35               379                1340
5_1_grt              192              2.29               387                1340
6_report             192              2.37               375                1340
[path summary, 6_finish.rpt]
check / start / endpoint / slack (ns) / depth (start not counted)
setup / recovery: counter[14] / led[3] / 2.37 / 1
hold / removal: counter[0] / counter[0] / 0.41 / 1
setup reg to reg: counter[2] / counter[21] / 2.77 / 4
hold reg to reg: counter[0] / counter[0] / 0.41 / 1
[cell families after synthesis]
logic type               count (synthesis)
AND/OR/NAND/NOR                         46
XOR/XNOR                                25
buffers and inverters                   17
flip-flops                              27
adder cells (fa/ha/maj)                  1
[where the power goes]
part           internal [uW]  total [uW]  switching [uW]
Combinational              0    0.000224               0
Clock                   63.4         136            72.9
Sequential               239         239               0
Total                    302         375            72.9
[cell type report]
type,instances,area (um2),area share
Inverter,1,3.75,0.00280
Multi-Input combinational cell,72,500,0.373
Clock buffer,4,45.0,0.0336
Tap cell,72,90.1,0.0672
Timing Repair Buffer,16,160,0.120
Sequential cell,27,541,0.403
[cells in the final DEF, fill, tap and decap left out]
| master | n |
|---|---|
| clkbuf_8 | 3 |
| nand4_1 | 10 |
| dfxtp_1 | 27 |
| nor4_1 | 3 |
| nor3_2 | 3 |
| and3_1 | 1 |
| nor3_1 | 3 |
| clkdlybuf4s50_1 | 16 |
| xnor2_1 | 13 |
| clkbuf_1 | 1 |
| nand3_2 | 1 |
| and4_1 | 2 |
| inv_1 | 1 |
| nor2_1 | 5 |
| ha_1 | 1 |
| nand2_2 | 1 |
| nand2_1 | 6 |
| nand3_1 | 10 |
| xor2_1 | 12 |
| or4_4 | 1 |
No activity file was given, so power comes from the tool's default toggle rates.
